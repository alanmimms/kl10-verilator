<file path="run.sh">
#!/bin/bash
# OpenROAD 26Q1-2900-gdf79404cd8, Yosys 0.63+post, stock flow scripts
make -C /OpenROAD-flow-scripts/flow DESIGN_CONFIG=/design/flow/config.mk WORK_HOME=/design/flow/orfs finish
</file>
<file path="constraint.sdc">
current_design mc10181

set clk_period 2.1
set clk_io_pct 0.2

create_clock -name clk0 -period $clk_period

set non_clock_inputs [all_inputs -no_clocks]
set_input_delay [expr $clk_period * $clk_io_pct] -clock clk0 $non_clock_inputs
set_output_delay [expr $clk_period * $clk_io_pct] -clock clk0 [all_outputs]
</file>
<file path="design.v">
`timescale 1ns/1ps
module mc10181(input bit [0:3] S,
               input bit M,
               input bit [0:3] A,
               input bit [0:3] B,
               input bit CIN,
               output bit [0:3] F,
               output bit CG,
               output bit CP,
               output bit COUT);
  bit [3:0] G, P, Ale, Ble, Sle, Fle;
  assign Sle = {S[0], S[1], S[2], S[3]};
  assign Ale = {A[0], A[1], A[2], A[3]};
  assign Ble = {B[0], B[1], B[2], B[3]};
  assign G = ~(~({4{Sle[3]}} | Ale |  Ble) |
               ~({4{Sle[2]}} | Ale | ~Ble));
  assign P = ~(~({4{Sle[1]}} | ~Ble) |
               ~({4{Sle[0]}} |  Ble) |
               ~Ale);
  assign Fle = ~(G ^ P ^
                 {~(M | G[2]) |
                  ~(M | P[2] | G[1]) |
                  ~(M | P[2] | P[1] | G[0]) |
                  ~(M | P[2] | P[1] | P[0] | CIN),
                  ~(M | G[1]) |
                  ~(M | P[1] | G[0]) |
                  ~(M | P[1] | P[0] | CIN),
                  ~(M | G[0]) |
                  ~(M | P[0] | CIN),
                  ~(M | CIN)});
  bit notCG;
  assign notCG = ~G[3] |
                 ~(P[3] | G[2]) |
                 ~(P[3] | P[2] | G[1]) |
                 ~(P[3] | P[2] | P[1] | G[0]);
  assign CG = ~notCG;
  assign CP = ~|P;
  assign F = {Fle[3], Fle[2], Fle[1], Fle[0]};
  assign COUT = ~(notCG | ~(~CP | CIN));
endmodule  
</file>
<file path="config.mk">
export PLATFORM = sky130hd
export DESIGN_NAME = mc10181
export DESIGN_NICKNAME = mc10181
export VERILOG_FILES = /design/flow/design.v
export SDC_FILE = /design/flow/constraint.sdc
export NUM_CORES = 4
export LEC_CHECK = 1
export CORE_AREA = 10 10 70 70
export DIE_AREA = 0 0 80 80
</file>
==> notes.md <==
Run status
* status: finished with violations
* violations in the final reports: negative setup slack

Detailed routing
* detailed router's first-iteration violation count: 19
* Post-Route WL: 1570 um
* average detailed-routed wire length per instance: 11.4 um
* detailed route wirelength on metal2: 816 um
* via density per instance: 3.78
* number of antenna-violating nets in the routed design: 0
* detailed-route via count: 521
* length of routed met3 wiring: 59 um
* final antenna diode count: 0
* topmost layer with routed signal wires: met3
* met1 layer wirelength in the final routing: 694 um
* Residual DRC: 0
* number of optimization iterations in the first detailed-route pass: 4

Cells and area
* sequential cell count: 0
* register area: 0 um2
* Gate Area: 384 um2
* layout overhead on the synthesized area: 141%
* final-layout fill cell count: 360
* share of layout cells above drive strength 1: 0.565
* clock buf count: 0
* number of standard cells in the final layout excluding fillers: 138

Clock network
* Hold-fix buffers, CTS: 0

Placement
* # placed instances: 131
* post-detailed-placement half-perimeter wirelength: 1160 um
* gpl congestion: 0.757
* number of buffer cells added on primary ports: 21
* Setup Slack @ Placement: -764 ps

Timing
* final sum of negative setup slack: -48.2 ps
* number of max-slew violations in the final report: 0
* maximum clock frequency: 466 MHz
* hold_ws: 1350 ps
* smallest setup slack after layout: -48.2 ps
* transition time of the tightest slew-check pin: 346 ps
* final cycle utilization of the critical path: 1.02
* RSZ-0062 raised after global routing: true
* clock period minus worst slack: 2150 ps
* Hold Violations, Final: 0
* Setup-failing EPs final: 1
* slew margin rel.: 0.769

Job
* max capacitance violation total: 0
* count of warning messages emitted by the tools: 34

Setup path
* buffer-and-inverter tally for the worst setup path: 3
* required time worst endpoint: 1680 ps
* category of the worst setup path capture point: output pin
* crit path kind: in -> out
* slowest cell delay on critical path: 310 ps
* Critical Path, Cell by Cell: buf_6 -> mux2_4 -> a21oi_4 -> o22ai_4 -> buf_6 -> a221oi_2 -> xnor2_1 -> buf_2
* CP arrival: 1730 ps
* largest fanout on the critical path: 3
* Worst Setup Start Kind: input pin
* critical path's slowest cell: sky130_fd_sc_hd__mux2_4
* instance count on the critical path: 8
* Most Frequent Cell on Critical Path: sky130_fd_sc_hd__buf_6
* Crit path max-delay family: AND-OR/OR-AND gates

Synth
* Gate Count Post-Synth: 51
* Unique cell types: 24
* Post-synth seq share: 0
* mean cell area of the mapped netlist: 6.50 um2
* most area-hungry cell type in the Yosys netlist: sky130_fd_sc_hd__nand2_1
* Chip Area, Yosys: 332 um2
* top-area cell type share of the netlist area: 0.0906
* number of standard cells reported by yosys: 51
* Top cells by area: sky130_fd_sc_hd__nand2_1, sky130_fd_sc_hd__xnor2_1, sky130_fd_sc_hd__a22oi_1, sky130_fd_sc_hd__mux4_2, sky130_fd_sc_hd__a21oi_1
* Synth warnings: 0
* cell area after synthesis: 332 um2

GRT
* number of global-route vias before repair: 545
* maximum number of pins on one net before global-route repair: 7
* global route overflow: 0
* initial antenna violation count: 0
* total routing resource utilization after global routing: 0.0475
* first-pass GRT wire length: 2590 um

Floorplan
* Placeable Area: 3420 um2
* Floorplan Utilization: 0.0971
* cell row count: 21
* Die Span X: 80 um
* Chip Area: 6400 um2
* number of primary I/O pins: 21
* Die H: 80 um

Min path
* min-delay worst type: in -> out
* hold-critical path depth: 4

Pwr
* Total Power Consumption: 0.197 mW
* power density normalized to cell area: 247 nW/um2
* Max rail drop VDD: 0.0400 mV
* Lkg Pwr: 0.363 nW

## synth_stat cells
cell / number
sky130_fd_sc_hd__mux2i_1: 1
sky130_fd_sc_hd__inv_2: 2
sky130_fd_sc_hd__nand2_1: 8
sky130_fd_sc_hd__a221oi_2: 1
sky130_fd_sc_hd__mux2_4: 1
sky130_fd_sc_hd__xor2_1: 1
sky130_fd_sc_hd__o211ai_1: 1
sky130_fd_sc_hd__o211a_2: 1
sky130_fd_sc_hd__a22oi_1: 3
sky130_fd_sc_hd__o21ai_1: 2
sky130_fd_sc_hd__inv_1: 5
sky130_fd_sc_hd__a21oi_2: 1
sky130_fd_sc_hd__o22ai_2: 1
sky130_fd_sc_hd__nor2_1: 5
sky130_fd_sc_hd__o2bb2a_1: 1
sky130_fd_sc_hd__o21a_1: 1
sky130_fd_sc_hd__o211a_1: 1
sky130_fd_sc_hd__o22ai_1: 2
sky130_fd_sc_hd__a21oi_1: 4
sky130_fd_sc_hd__buf_2: 1
sky130_fd_sc_hd__mux4_2: 1
sky130_fd_sc_hd__o21ai_0: 3
sky130_fd_sc_hd__a211oi_1: 1
sky130_fd_sc_hd__xnor2_1: 3
## cell usage in the layout, fill, tap and decap left out, types with 2 or more instances in the layout
master / Yosys / routed
sky130_fd_sc_hd__buf_4: 0 / 17
sky130_fd_sc_hd__a22oi_2: 0 / 2
sky130_fd_sc_hd__a21oi_4: 0 / 2
sky130_fd_sc_hd__a21oi_2: 1 / 2
sky130_fd_sc_hd__dlygate4sd2_1: 0 / 5
sky130_fd_sc_hd__clkdlybuf4s15_1: 0 / 2
sky130_fd_sc_hd__xnor2_1: 3 / 3
sky130_fd_sc_hd__o21ai_0: 3 / 3
sky130_fd_sc_hd__nand2_1: 8 / 8
sky130_fd_sc_hd__buf_2: 1 / 6
sky130_fd_sc_hd__clkbuf_2: 0 / 4
sky130_fd_sc_hd__inv_2: 2 / 4
sky130_fd_sc_hd__inv_1: 5 / 3
sky130_fd_sc_hd__buf_6: 0 / 5
sky130_fd_sc_hd__nor2_1: 5 / 5
## routing by layer
layer	GRT usage	up-vias
met4	0	0
met5	0	-
met2	0.0875	7
met3	0.00341	0
met1	0.0618	245
li1	-	269
## cell type report
cell class / instances / share of cell area
Inverter: 7 / 0.0329
Multi-Input combinational cell: 43 / 0.480
Tap cell: 46 / 0.0720
Timing Repair Buffer: 42 / 0.415
## worst paths after layout
path	slack, ps	from	end
max	-50	B[3]	F[0]
min	1350	S[0]	F[0]
## cells by family after synthesis
| family | share of synthesized area |
|---|---|
| buf+inv | 0.0943 |
| mux | 0.143 |
| xor+xnor | 0.106 |
| simple gates | 0.147 |
| compound gates | 0.509 |
## report_power, final
group | total, mW | switching (mW) | internal [mW] | leakage [nW]
combinational | 0.197 | 0.0824 | 0.115 | 0.363
sequential | 0 | 0 | 0 | 0
clock | 0 | 0 | 0 | 0
total | 0.197 | 0.0824 | 0.115 | 0.363
## tightest hold or removal path: stages
cell	delay [ps]
sky130_fd_sc_hd__clkbuf_2	100
sky130_fd_sc_hd__mux4_2	230
sky130_fd_sc_hd__xnor2_1	70
sky130_fd_sc_hd__buf_2	110
## what timing repair did
action,4_1_cts,5_1_grt
setup endpoints to repair,7,5
gates resized,59,17
pin swaps,13,10
endpoints found under the hold margin,0,0
buffers inserted,7,3
## through the flow
stage           util  cell area [um2]
4_1_cts        0.233              795
5_1_grt        0.234              800
2_1_floorplan      -              332
3_5_place_dp   0.205              699
6_report       0.234              800
3_3_place_gp   0.205              699
Power and IR drop assume default switching activity.
