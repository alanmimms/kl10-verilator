**flow/constraint.sdc**
```tcl
current_design UCR4

set clk_period 1.0
set clk_io_pct 0.2

create_clock -name clk0 -period $clk_period

set non_clock_inputs [all_inputs -no_clocks]
set_input_delay [expr $clk_period * $clk_io_pct] -clock clk0 $non_clock_inputs
set_output_delay [expr $clk_period * $clk_io_pct] -clock clk0 [all_outputs]
```
**flow/run.sh**
```bash
#!/bin/bash
# OpenROAD 26Q1-2900-gdf79404cd8, Yosys 0.63+post, stock flow scripts
make -C /OpenROAD-flow-scripts/flow DESIGN_CONFIG=/design/flow/config.mk WORK_HOME=/design/flow/orfs finish
```
**flow/design.v**
```verilog
`timescale 1ns/1ps
module UCR4(input bit [0:3] D,
            input bit CIN  ,
            input bit [0:1] SEL,
            input bit CLK  ,
            output bit [0:3] Q,
            output bit COUT);
  bit carryClk  ;
  always_comb unique case (SEL)
              2'b00: begin COUT = 1;            carryClk = CLK; end  
              2'b01: begin COUT = Q == 4'b0000; carryClk = CIN; end  
              2'b10: begin COUT = Q == 4'b1111; carryClk = CIN; end  
              2'b11: begin COUT = 0;            carryClk = CLK; end  
              endcase
  always_ff @(posedge carryClk) unique case (SEL)
                                2'b00: Q <= D;                     
                                2'b01: Q <= Q - {3'b000, CIN};     
                                2'b10: Q <= Q + {3'b000, CIN};     
                                2'b11: Q <= Q;                     
                                endcase
endmodule
```
**flow/config.mk**
```make
export PLATFORM = sky130hd
export DESIGN_NAME = UCR4
export DESIGN_NICKNAME = UCR4
export VERILOG_FILES = /design/flow/design.v
export SDC_FILE = /design/flow/constraint.sdc
export NUM_CORES = 4
export LEC_CHECK = 1
export CORE_AREA = 10 10 70 70
export DIE_AREA = 0 0 80 80
```
==> results.py <==
# Synthesis and PnR figures
metrics = {
    "status": {
        "outcome": "finished, violations left",
        "violations": "negative setup slack",
    },
    "yosys": {
        "top_area_cell": "edfxtp_1",
        "synthCells": 32,
        "ff_type": "edfxtp_1",
        "synthTopCellsByArea": "edfxtp_1, ha_1, mux2_2",
        "ys_async_sr_fraction_pct": 0,
        "ys_seq_share_pct": 32.8,
        "yosysWarnings": 1,
        "ys_top_cells_by_count": "ha_1, edfxtp_1, mux2_2, inv_1, xnor2_1",
        "synthesis.area_um2": 367,
        "yosysChipArea_um2": 367,
        "synth_top_area_share_pct": 32.8,
        "most_common_cell": "ha_1",
        "yosysUniqueCellTypes": 16,
        "ys_seq_elements": 4,
        "enable_flop_cells": 4,
        "avgSynthCellArea_um2": 11.5,
        "yosysCellCount": 32,
    },
    "grt": {
        "grt_pass1_wl_um": 1310,
        "grt_max_degree": 8,
        "gr-usage-all-layers_pct": 2.40,
        "antenna_found_initial": 0,
        "grt_pass1_vias": 293,
        "grt_overflow": 0,
    },
    "final_timing": {
        "worstMarginPinSlew_ns": 0.305,
        "fin_crit_sh_pct": 103,
        "fmax_mhz": 974,
        "finalCriticalPeriod_ns": 1.03,
        "setup_slack_ns": -0.0264,
        "slew_viol_final": 0,
        "max-slew-margin-rel_pct": 79.5,
        "hold_ws_ns": 0.873,
        "unclocked_regs": 4,
        "untimed_endpoints": 12,
        "grt_setup_unrepaired": "yes",
        "setup_viol": 1,
        "fin_tns_setup_ns": -0.0264,
        "hold_viol_final": 0,
    },
    "floorplanning": {
        "initCoreUtil_pct": 10.7,
        "die_h_um": 80,
        "core_area_um2": 3420,
        "die-area_um2": 6400,
        "fp-row-count": 21,
        "die_x_um": 80,
        "boundaryPins": 13,
    },
    "layout": {
        "largest-register": "Q",
        "drive_gt1_share_pct": 37.5,
        "top_regs": "Q: 4 flops",
        "fin_area_um2": 606,
        "area_growth_pct": 65.2,
        "layout.cells.non_filler": 94,
        "largest_reg_flops": 4,
    },
    "power_and_ir_drop": {
        "pwr-share-clk_pct": 0,
        "p_leak_nw": 0.233,
        "swShare_pct": 32.3,
        "pwr-share-seq_pct": 21.9,
        "p_comb_share_pct": 78.1,
        "power_density_nw_per_um2": 370,
        "power_switching_w": 0.0000724,
        "p_int_w": 0.000152,
        "irDropWorstVdd_uv": 59.8,
    },
    "setup_path": {
        "cp_cell_sequence": "buf_6 -> buf_6 -> ha_4 -> a21oi_2 -> o21ai_1 -> buf_2",
        "cpMostUsedCell": "buf_6",
        "critPathLaunchType": "primary input",
        "cp.arrival_ns": 0.83,
        "slowest_stage": "ha_4",
        "end_kind": "output port",
        "cp_data_required_time_ns": 0.80,
        "worstPathMaxFanout": 2,
        "crit_type": "primary input to output port",
        "cp_slowest_stage_delay_ns": 0.14,
    },
    "drt": {
        "num_vias": 279,
        "drtAntennaViolNets": 0,
        "finalWirelength_um": 790,
        "drtPass1Iterations": 2,
        "drt-initial-drc-count": 1,
        "wl_per_cell_um": 8.40,
        "viasPerCell": 2.97,
        "num_antenna_cells": 0,
        "drc": 0,
    },
    "placement": {
        "place.gp.congestion": 0.725,
        "placed_cells": 93,
        "dpl_cell_area_um2": 569,
        "io_buffers": 13,
        "dpl_worst_slack_ns": -0.826,
        "dpl.hpwl_um": 708,
    },
    "flow_run": {
        "warnings": 37,
        "max_cap_viol_count": 0,
    },
    "hold_path": {
        "min_path_type": "primary input to output port",
    },
}
[metal layers]
layer	share of wire, %	track usage [%]
met4	0	0
met1	43	2.96
met3	8.9	0.682
met5	0	0
met2	48	4.25
[layout make-up]
cell class	count	area, µm²
timing repair buffer	16	150
inverter	3	11.3
tap	46	57.6
multi-input combinational	25	267
sequential	4	120
fill	392	2810
[final timing paths]
check,startpoint,slack (ns),to,cells past startpoint
worst max-delay path,SEL[1],-0.03,COUT,6
worst min-delay path,SEL[1],0.87,COUT,6
[cell usage in the layout (no fill, tap or decap), drive strengths merged]
cell type	count
a21oi	1
and3	1
buf	6
clkdlybuf4s50	10
edfxtp	4
ha	6
inv	3
mux2	5
mux2i	2
nand2	1
nand2b	1
nand3	1
nor2	1
nor3	1
nor4	1
o21ai	1
xnor2	3
[power by group through the flow]
stage | Combinational (W) | Clock (W) | Sequential, W
after CTS | 0.000175 | 0 | 0.0000492
after global routing | 0.000196 | 0 | 0.0000514
final | 0.000175 | 0 | 0.0000492
[critical path, delay by kind of cell]
kind            cells  cell delay [ns]
buf+inv             3             0.32
compound gates      2             0.17
fa+ha+maj           1             0.14
[cells by family after synthesis]
family,synth area share (%)
adder cells (fa/ha/maj),20.5
AND-OR/OR-AND,2.73
flip-flops,32.8
AND/OR/NAND/NOR,11.9
XOR/XNOR,7.17
buffers and inverters,3.07
multiplexers,21.8
[metrics by stage]
step	utilization (%)	total power (W)
6_report	17.7	0.000224
5_1_grt	17.7	0.000247
4_1_cts	17.3	0.000224
3_5_place_dp	16.7	0.000216
3_3_place_gp	16.7	0.000212
2_1_floorplan	-	0.000134
[what timing repair did]
item                                   CTS  global route
pin swaps                                4             2
setup endpoints to repair                1             1
buffers inserted                         1             0
hold buffers                             0             0
endpoints found under the hold margin    0             0
gates resized                           20             3
Power is estimated from default activity; no workload was simulated.
