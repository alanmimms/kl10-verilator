## design/flow/run.sh

```bash
#!/bin/bash
# OpenROAD 26Q1-2900-gdf79404cd8, Yosys 0.63+post, stock flow scripts
make -C /OpenROAD-flow-scripts/flow DESIGN_CONFIG=/design/flow/config.mk WORK_HOME=/design/flow/orfs finish
```

## design/flow/config.mk

```make
export PLATFORM = sky130hd
export DESIGN_NAME = mc10179
export DESIGN_NICKNAME = mc10179
export VERILOG_FILES = /design/flow/design.v
export SDC_FILE = /design/flow/constraint.sdc
export NUM_CORES = 4
export LEC_CHECK = 1
export CORE_AREA = 10 10 70 70
export DIE_AREA = 0 0 80 80
```

## design/flow/constraint.sdc

```tcl
current_design mc10179

set clk_period 1.0
set clk_io_pct 0.2

create_clock -name clk0 -period $clk_period

set non_clock_inputs [all_inputs -no_clocks]
set_input_delay [expr $clk_period * $clk_io_pct] -clock clk0 $non_clock_inputs
set_output_delay [expr $clk_period * $clk_io_pct] -clock clk0 [all_outputs]
```

## design/flow/design.v

```verilog
`timescale 1ns/1ps
module mc10179(input bit [0:3] G,
               input bit [0:3] P,
               input bit CIN,
               output bit GG,
               output bit PG,
               output bit C8OUT,
               output bit C2OUT);
  bit [3:0] Gle, Ple;
  assign Gle = {G[0], G[1], G[2], G[3]};
  assign Ple = {P[0], P[1], P[2], P[3]};
  assign C8OUT = Gle[3] &
                 (Ple[3] | Gle[2]) &
                 (Ple[3] | Ple[2] | Gle[1]) &
                 (Ple[3] | Ple[2] | Ple[1] | Gle[0]) &
                 (Ple[3] | Ple[2] | Ple[1] | Ple[0] | CIN);
  assign C2OUT = Gle[1] &
                 (Ple[1] | Gle[0]) &
                 (Ple[1] | Ple[0] | CIN);
  assign GG = Gle[3] &
              (Ple[3] | Gle[2]) &
              (Ple[3] | Ple[2] | Gle[1]) &
              (Ple[3] | Ple[2] | Ple[1] | Gle[0]);
  assign PG = |P;
endmodule  
```

==> impl_metrics.csv <==
group,metric,value,unit
worst_hold_path,hp-class,"in2out",
layout,regArea,0,µm²
placement,hpwlAfterDp,324.5,µm
sta,relSlewSlack,89.70,%
routing,totalWireLength,440,µm
routing,ant_nets,0,
global_route,grt_pass1_vias,133,
layout,ff_count,0,
critical_path,critPathRequiredTime,800,ps
routing,drc,0,
layout,fillCellCount,397,
routing,avgViaCountPerCell,1.944,
power_and_ir_drop,p_leak,0.1036,nW
routing,vias,140,
global_route,grt_pass1_wl,531,µm
sta,fmax,1016,MHz
placement,post-place-ws,-737.6,ps
critical_path,crit_arrival,780,ps
global_route,antenna_found_initial,0,
critical_path,end_kind,"output port",
floorplan,chipArea,6400,µm²
power_and_ir_drop,clkPwrFrac,0,%
global_route,gr-total-overflow,0,
critical_path,path_class,"in2out",
power_and_ir_drop,pwr_density_cell,312.6,nW/µm²
routing,top_layer_used,"met3",
layout,synthToLayoutAreaGrowth,445.0,%
sta,slew_violations,0,
critical_path,start_kind,"primary input",
yosys,postSynthAreaPerCell,5.005,µm²
layout,layout_top_cells,"7 x buf_6, 5 x buf_2, 3 x nor2_1, 3 x dlygate4sd2_1",
yosys,yosys-top-cells-area,"nor2_1 30%, o21ai_2 18%, o21a_1 15%, a21oi_1 10%, nor3_1 10%",
placement,post_dp_cell_area,245.2,µm²
floorplan,die_x,80,µm
routing,met1_length,186,µm
placement,globalplace.congestion,0.8007,
floorplan,fp_util,1.465,%
sta,setup_violations,0,
run,max-cap-violations,0,
yosys,synthesis.area,50.05,µm²
power_and_ir_drop,ir_drop,0.00002774,V
status,outcome,"completed",
routing,antennaDiodeCount,0,
power_and_ir_drop,power_frac_comb,100.0,%
layout,postLayoutCellArea,272.8,µm²
sta,tightest_slew,154.0,ps
yosys,yosys.area.top_type_share,30.00,%
yosys,ys_seq_share,0,%
layout,mostFrequentLayoutCell,"buf_6",
critical_path,crit_path_max_fanout,3,
power_and_ir_drop,power.switching,0.00003085,W
floorplan,fp-row-count,21,
sta,period_minus_slack,984.0,ps
floorplan,core-area,3416,µm²
routing,dr_wl_met2,163,µm
routing,drtPass1Iterations,2,
yosys,yosys-stat-area,50.05,µm²
global_route,grt_start_max_net_pins,4,
sta,finalCritPeriodShare,98.40,%
global_route,grt.total_usage,0.9698,%
yosys,yosys.area.top_type,"nor2_1",
layout,num-clock-buffers,0,
routing,wl_met3,90,µm
power_and_ir_drop,internal_power,0.00005442,W
yosys,yosysWarningCount,0,
sta,setup_tns,0,ps
routing,drt_iter0_drc,1,
floorplan,die_h,80,µm
power_and_ir_drop,switching_share,36.18,%
run,tool_warnings,32,
yosys,synth_cells,10,
placement,dp_cells,70,
power_and_ir_drop,p_total,0.00008526,W
sta,final-hold-violation-count,0,
floorplan,ios,13,
layout,final_layout_size_suffix_gt1_share,65.38,%
yosys,synth_cell_types,7,
routing,wl_per_cell,6.111,µm
placement,port_buffers,13,
layout,layoutNonFillerInstCount,72,
power_and_ir_drop,seq_power_share,0,%
yosys,yosysCellCount,10,
sta,setup_ws,16.00,ps
-- logic make-up (layout without fill, tap and decap cells) --
family,after synthesis,after routing,synth area share (%)
AND/OR/NAND/NOR,6,6,47.47
AND-OR/OR-AND,4,4,52.49
buffers and inverters,0,16,0
-- synthesized netlist by cell type, drive strengths merged --
master and n:
nor3 1, o21ai 2, nor2 4, o21a 1, a21oi 1, nand2 1
-- per-layer routing --
metal,global-route usage (%),vias to the layer above
li1,-,68
met1,1.187,59
met2,1.445,13
met3,0.6818,0
met4,0,0
met5,0,-
-- worst max-delay path, stage by stage --
cell     delay [ps]
buf_6           110
o21ai_4         170
o21a_1          150
nor2_1           40
buf_2           110
-- power by group through the flow --
stage                 Combinational [W]  Sequential [W]  Clock, W
after CTS                     0.0000725               0         0
final                         0.0000853               0         0
after global routing          0.0000943               0         0
-- layout make-up --
type                            count  area (µm²)  area share (%)
Timing Repair Buffer               16       135.1           49.54
Multi-Input combinational cell     10       80.08           29.36
Tap cell                           46       57.56           21.10
-- final timing paths --
path	start	end	slack [ps]	cells past startpoint
hold / removal	P[2]	C2OUT	700	4
setup / recovery	P[2]	C8OUT	20	5
-- repair_timing --
| item | CTS | global route |
|---|---|---|
| pin swaps | 8 | 4 |
| hold endpoints to repair | 0 | 0 |
| hold buffers | 0 | 0 |
| endpoints found under the setup margin | 4 | 2 |
| buffers inserted | 3 | 0 |
| resized | 44 | 8 |
-- metrics by stage --
stage	utilization, %	hold slack [ps]
2_1_floorplan	-	448.5
3_3_place_gp	7.179	1360
3_5_place_dp	7.179	1355
4_1_cts	7.289	736.7
5_1_grt	7.985	770.1
6_report	7.985	702.3
Power and IR drop assume default switching activity.
